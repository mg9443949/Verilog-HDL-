### flow/design.v
module up_down_count(rst,clk,up_count,down_count,count);
  input rst,clk,up_count,down_count;
  parameter N=4;
  output reg [N-1:0] count;
  always @(posedge clk or posedge rst) begin
    if(rst) begin
      count<=4'b0000;
    end
    else if(up_count) begin
      count<=count+1;
    end
    else if(down_count) begin
      count<=count-1;
    end
    end
endmodule
### flow/run.sh
#!/bin/bash
# OpenROAD 26Q1-2900-gdf79404cd8, Yosys 0.63+post, stock flow scripts
make -C /OpenROAD-flow-scripts/flow DESIGN_CONFIG=/design/flow/config.mk WORK_HOME=/design/flow/orfs finish
### flow/config.mk
export PLATFORM = sky130hd
export DESIGN_NAME = up_down_count
export DESIGN_NICKNAME = up_down_count
export VERILOG_FILES = /design/flow/design.v
export SDC_FILE = /design/flow/constraint.sdc
export NUM_CORES = 4
export LEC_CHECK = 1
export CORE_AREA = 10 10 70 70
export DIE_AREA = 0 0 80 80
### flow/constraint.sdc
current_design up_down_count

set clk_period 2.4
set clk_io_pct 0.2

create_clock -name clk0 -period $clk_period [get_ports {clk}]

set non_clock_inputs [all_inputs -no_clocks]
set_input_delay [expr $clk_period * $clk_io_pct] -clock clk0 $non_clock_inputs
set_output_delay [expr $clk_period * $clk_io_pct] -clock clk0 [all_outputs]
==> impl_metrics.py <==
# Metrics from the implementation run
metrics = {
    "pwr": {
        "switching_share_pct": 30.9,
        "switchingPower_mw": 0.136,
        "p_seq_share_pct": 33.3,
        "power_density_nw_per_um2": 1070,
        "p_leak_nw": 0.158,
        "combPwrFrac_pct": 47.6,
        "peakVddDrop_mv": 0.168,
        "p_clk_share_pct": 19.1,
        "intPower_mw": 0.304,
        "p_total_mw": 0.440,
    },
    "cts": {
        "cts_tree": "built",
        "cts_buffer_depth": 2,
        "hold_buffers": 0,
        "cts.sinks": 4,
        "cts_resized": 0,
        "path_clk_slew_ps": 40,
        "clk_latency_ps": 240,
        "cts_max_level": 1,
        "root_buffer": "clkbuf_4",
        "postCtsSetupBuffers": 0,
        "cts_inserted_buffers": 3,
    },
    "die": {
        "die_area_sq_um": 6400,
        "rows": 21,
        "die_y_um": 80,
        "boundaryPins": 8,
        "core_sq_um": 3420,
        "initial_core_util_pct": 7.62,
        "die_x_um": 80,
    },
    "drt": {
        "vias_per_cell": 2.50,
        "drtPass1Iterations": 2,
        "remaining_drc_errors": 0,
        "antennaDiodeCount": 0,
        "vias": 200,
        "drt-total-wl_um": 577,
        "final_antenna_net_count": 0,
        "routedWlPerCell_um": 7.21,
        "drt_iter0_markers": 8,
    },
    "setup_path": {
        "critPathArrivalTime_ps": 2000,
        "cp-end-kind": "flip-flop",
        "crit_type": "input port to flip-flop",
        "cpMaxStageDelayCell": "clkdlybuf4s50_1",
        "start_kind": "input port",
        "reg2regPathDepth": 4,
        "slowest_delay_ps": 540,
        "crit_chain": "clkdlybuf4s50_1, inv_1, ha_1, a21oi_1, a22o_1, nand3_1",
        "required_ps": 2520,
        "worst-path-max-fanout": 5,
    },
    "logic_synthesis": {
        "syn_area_per_cell_sq_um": 10.8,
        "ys_chip_area_sq_um": 260,
        "synth.distinct_cells": 15,
        "synth-seq-cells": 4,
        "yosys.area.top_type_share_pct": 38.5,
        "ys_seq_share_pct": 38.5,
        "synthCells": 24,
        "ys_cells": 24,
        "synth_area_sq_um": 260,
        "synthTopCellsByArea": "dfrtp_1 38%, ha_1 9.6%, fa_1 7.7%, nand2b_1 7.2%, xnor2_1 6.7%",
        "yosys_warnings": 1,
        "largest_area_cell": "dfrtp_1",
    },
    "timing": {
        "hold_viol": 0,
        "tightestPinTransition_ps": 247,
        "slew_headroom_pct": 83.5,
        "max_clock_freq_ghz": 0.533,
        "rsz0062_at_grt": "no",
        "setup_viol": 0,
        "hold_slack_ps": 428,
        "post-route-period-util_pct": 78.1,
        "fin_worst_skew_ps": 5.80,
        "maxSlewViolCount": 0,
        "tns_ps": 0,
        "setup_slack_ps": 524,
        "min_period_ps": 1880,
    },
    "job": {
        "drv_cap": 0,
        "warnings": 25,
    },
    "placement": {
        "pre_cts_slack_ps": 306,
        "hpwl_um": 469,
        "io_buffer_count": 7,
        "gp_congestion": 0.735,
    },
    "layout": {
        "drive_gt1_share_pct": 14.7,
        "regMostFlops": "count",
        "largest_registers": "count (4)",
        "combGateArea_sq_um": 153,
        "area_growth_pct": 57.7,
        "regArea_sq_um": 100,
        "largest_register_ffs": 4,
        "fillerInstances": 392,
    },
    "run_status": {
        "status": "finished clean",
    },
    "global_routing": {
        "grt_pass1_wl_um": 1010,
        "grt_pass1_vias": 222,
        "track_usage_pct": 1.98,
        "antenna_found_initial": 0,
        "grt_max_degree": 6,
        "grt_remaining_overflow": 0,
    },
    "hold_path": {
        "hp-class": "input port to asynchronous set/reset pin",
    },
}
[cells in the mapped netlist]
| cell type | n |
|---|---|
| ha_1 | 2 |
| nand2b_1 | 3 |
| a22o_1 | 1 |
| nand2_1 | 1 |
| nor2_2 | 1 |
| dfrtp_1 | 4 |
| a21oi_1 | 1 |
| fa_1 | 1 |
| o21ai_0 | 1 |
| nand4_1 | 1 |
| nand3_1 | 2 |
| xnor2_1 | 2 |
| mux2_4 | 1 |
| inv_1 | 2 |
| nand4bb_1 | 1 |
[worst paths after layout]
check | from | end | slack, ps
setup / recovery | up_count | count[3] | 520
hold / removal | rst | count[3] | 430
setup reg to reg | count[2] | count[3] | 1060
hold reg to reg | count[2] | count[2] | 530
max in group asynchronous | rst | count[2] | 1820
min in group clk0 | count[2] | count[2] | 530
[layout by cell type, fill, tap and decap left out, drive strengths merged]
cell	instances
a21oi	1
dfrtp	4
nand2b	3
fa	1
o21ai	1
nor2	1
mux2	1
nand4bb	1
xnor2	2
nand4	1
inv	2
nand2	1
ha	2
clkdlybuf4s50	7
nand3	2
clkbuf	3
a22o	1
[stage by stage]
stage	instances	util (%)	area [sq um]
floorplan	24	-	260
CTS	80	12.0	410
finish	80	12.0	410
global placement	77	11.4	388
detailed placement	77	11.4	388
global route	80	12.0	410
[per-layer routing]
metal / GRT usage (%) / routed length [um] / up-vias
li1: - / - / 103
met1: 2.42 / 263 / 91
met2: 2.97 / 260 / 6
met3: 0.909 / 52 / 0
met4: 0.704 / 0 / 0
met5: 0 / 0 / -
[power by group through the flow]
stage	Combinational, mW	Clock, mW	Sequential (mW)
final	0.209	0.0841	0.146
after global routing	0.242	0.0930	0.155
after CTS	0.217	0.0875	0.147
[kinds of logic (layout without fill, tap and decap cells)]
| kind of cell | after synthesis | in the layout | synth area share [%] |
|---|---|---|---|
| compound gates | 3 | 3 | 7.21 |
| xor+xnor | 2 | 2 | 6.73 |
| fa+ha+maj | 3 | 3 | 17.3 |
| buf+inv | 2 | 12 | 2.89 |
| flops | 4 | 4 | 38.5 |
| mux | 1 | 1 | 5.77 |
| simple gates | 9 | 9 | 21.6 |
[worst max-delay path: cells and delay by family]
family,cells,cell delay [ps]
simple gates,1,60
fa+ha+maj,1,360
buf+inv,2,650
compound gates,2,440
[final cells by class]
cell class              count  area share (%)
inverters                   2            1.83
repair buffers              7            17.1
well taps                  46            14.0
clock buffers               3            5.49
flip-flops and latches      4            24.4
multi-input cells          18            37.2
Power is estimated from default activity; no workload was simulated.
